===== /design/flow/run.sh =====
#!/bin/bash
# OpenROAD 26Q1-2900-gdf79404cd8, Yosys 0.63+post, stock flow scripts
make -C /OpenROAD-flow-scripts/flow DESIGN_CONFIG=/design/flow/config.mk WORK_HOME=/design/flow/orfs finish

===== /design/flow/config.mk =====
export PLATFORM = sky130hd
export DESIGN_NAME = Forward
export DESIGN_NICKNAME = Forward
export VERILOG_FILES = /design/flow/design.v
export SDC_FILE = /design/flow/constraint.sdc
export NUM_CORES = 4
export LEC_CHECK = 1
export CORE_AREA = 10 10 70 70
export DIE_AREA = 0 0 80 80

===== /design/flow/constraint.sdc =====
current_design Forward

set clk_period 3.1
set clk_io_pct 0.2

create_clock -name clk0 -period $clk_period

set non_clock_inputs [all_inputs -no_clocks]
set_input_delay [expr $clk_period * $clk_io_pct] -clock clk0 $non_clock_inputs
set_output_delay [expr $clk_period * $clk_io_pct] -clock clk0 [all_outputs]

===== /design/flow/design.v =====
module Forward(instructionID, rt_ID, rs_ID, rs_EX, rt_EX, writeRegisterMEM, writeRegisterWB, RegWriteEX, RegWriteMEM, RegWriteWB, MemWriteEX, MemWriteMEM, MemReadEX, MemReadMEM, 
ALUSrc, Forward1, Forward2, Forward3, Forward4);
input [31:0] instructionID;
input [4:0] rt_ID, rs_ID, rs_EX, rt_EX, writeRegisterMEM, writeRegisterWB;
input [1:0] MemWriteEX, MemWriteMEM, MemReadEX, MemReadMEM;
input RegWriteEX, RegWriteMEM, RegWriteWB, ALUSrc;
output reg [1:0] Forward1, Forward2, Forward3, Forward4;
initial begin
    Forward1 <= 0;
    Forward2 <= 0;
    Forward3 <= 0;
    Forward4 <= 0;
end
always@(*) begin
    if ((RegWriteMEM == 1) && (writeRegisterMEM != 0) && (writeRegisterMEM == rs_EX)) begin
        Forward1 <= 2;
    end
    else if ((RegWriteWB == 1) && (writeRegisterWB != 0) && (writeRegisterWB == rs_EX))begin
        Forward1 <= 1;
    end
    else begin
        Forward1 <= 0;
    end
    if ((RegWriteMEM == 1) && (writeRegisterMEM != 0) && (writeRegisterMEM == rt_EX) && (ALUSrc == 0)) begin
        Forward2 <= 2;
    end
    else if ((RegWriteWB == 1) && (writeRegisterWB != 0) && (writeRegisterWB == rt_EX) && (ALUSrc == 0)) begin
        Forward2 <= 1;
    end
    else begin
        Forward2 <= 0; 
    end
    if ((MemWriteEX == 1) && (writeRegisterWB != 0) && (writeRegisterWB == rt_EX) && (RegWriteWB)) begin
        Forward3 <= 1;
    end
    else begin
        Forward3 <= 0;
    end
    if ((MemWriteMEM == 1) && (writeRegisterWB != 0) && (writeRegisterWB == writeRegisterMEM) && (RegWriteWB)) begin
        Forward4 <= 1;
    end
    else begin
        Forward4 <= 0; 
    end  
    end
endmodule

==> ci_impl_report.md <==
## PnR job results

| Metric | Value |
|---|---|
| Die H | `80 um` |
| Vias | `481` |
| Met2 Use GR | `0.08427` |
| RePlAce Congestion | `0.7809` |
| Worst-path maximum fanout | `3` |
| Final setup fails | `0` |
| Initial antenna violation count | `0` |
| Worst EP arrival | `2.43 ns` |
| DRT Pass-1 Iters | `2` |
| Endpoints failing hold | `0` |
| Total negative setup slack | `0 ns` |
| Synth Area per Inst | `7.742 um^2` |
| Wire per inst | `11.85 um` |
| Yosys cell types | `16` |
| Post-Route Utilization | `0.2608` |
| Register share after synthesis | `0` |
| Post-CTS setup buffers | `0` |
| Log Warnings | `79` |
| CP Launch Type | `input port` |
| Met1 Resource Use GR | `0.05735` |
| Area delta synth->final | `139.7%` |
| Family with the most delay on the worst path | `buffers and inverters` |
| Layout cells sized above 1 | `0.2065` |
| Status | `finished, final reports clean` |
| CP peak stage delay | `0.48 ns` |
| HPWL Detailed | `1472 um` |
| Leak | `0.3616 nW` |
| CP required | `2.48 ns` |
| Flip-flops | `0` |
| Worst ir drop on vdd | `0.00002278 V` |
| Die X | `80 um` |
| Synth Cell Area | `371.6 um^2` |
| Worst path buffer plus inverter count | `3` |
| NetSw | `0.03989 mW` |
| Clk pwr share | `0` |
| Area occupied by registers | `0 um^2` |
| GRT busiest layer | `met2` |
| Initial Util | `0.1088` |
| Crit-path slowest cell | `clkdlybuf4s50_1` |
| Fillers | `369` |
| Die area | `6400 um^2` |
| HP Class | `in -> out` |
| DRC | `0` |
| Rows | `21` |
| GRT overflow | `0` |
| Max-cap violations | `0` |
| Sw Share | `0.3883` |
| Number of global-route vias before repair | `530` |
| Post-CTS Hold Fix Bufs | `0` |
| Drt total wl | `1635 um` |
| Min Tclk post-route | `3.048 ns` |
| CP Cell Sequence | `clkdlybuf4s50_1 -> buf_4 -> xnor2_1 -> nand2_1 -> or4_1 -> nor2_1 -> clkdlybuf4s50_1` |
| Gr usage total | `0.04710` |
| P_int | `0.06283 mW` |
| Yosys chip area | `371.6 um^2` |
| M3 GR Usage | `0.01364` |
| Crit. End Element | `output port` |
| Core footprint | `3416 um^2` |
| Cells after Synth | `48` |
| Synthesis Warnings | `1` |
| Fmax | `328.1 MHz` |
| Tcrit/Tclk final | `0.9831` |
| Clk_buf instances | `0` |
| First-pass GRT wire length | `2463 um` |
| Largest net degree at the start of global routing | `5` |
| Vias per cell | `3.486` |
| Yosys stat cell total | `48` |
| CP most frequent cell | `clkdlybuf4s50_1` |
| PwrDens | `115.3 nW/um^2` |
| Antenna Nets Post-Route | `0` |
| Critical path class | `in -> out` |
| DR iter-0 viols | `2` |
| Diodes inserted | `0` |
| Gate power share | `1.000` |
| Reg power frac | `0` |
| # IOs | `82` |
| Port bufs | `33` |
| Max Slew Vio Count | `0` |
==> worst paths after layout <==
path / start / to / slack, ns / depth (start not counted)
setup / recovery: writeRegisterWB[1] / Forward2[0] / 0.05 / 7
hold / removal: writeRegisterWB[3] / Forward1[0] / 1.94 / 6
==> per-layer routing <==
| layer | vias to the layer above | part of all wire |
|---|---|---|
| met4 | 0 | 0 |
| met2 | 21 | 0.47 |
| met1 | 207 | 0.44 |
| li1 | 253 | - |
| met5 | - | 0 |
| met3 | 0 | 0.097 |
==> power groups by stage <==
stage	registers, mW	logic (mW)	clock network (mW)
CTS	0	0.103	0
global route	0	0.111	0
finish	0	0.103	0
==> cells in the mapped netlist, drive strengths merged <==
master	instances	area share
xor2	6	0.14
conb	1	0.010
buf	2	0.040
nand2b	1	0.017
xnor2	19	0.45
nand4	2	0.034
nand3b	1	0.020
o21ai	2	0.047
or4	3	0.061
nand3	3	0.040
nor4	3	0.067
nand2	1	0.010
nor3	3	0.054
nor2	1	0.010
==> cell families after synthesis <==
family	count (synthesis)	synth area share
xor gates and xnor gates	25	0.5892
AOI/OAI and AO/OA	2	0.04715
other	1	0.01009
and+or+nand+nor	18	0.3131
buffers and inverters	2	0.04039
==> stage by stage <==
step | instance area (um^2) | hold slack, ns | power [mW] | cells | setup WS [ns]
finish | 890.9 | 1.943 | 0.1027 | 138 | 0.05225
floorplan | 375.4 | 1.265 | 0.03660 | 49 | 0.9955
global placement | 838.3 | 2.158 | 0.09918 | 138 | -0.08055
CTS | 864.6 | 2.001 | 0.1032 | 138 | 0.002468
detailed placement | 838.3 | 2.158 | 0.09905 | 138 | -0.1072
global route | 890.9 | 1.995 | 0.1110 | 138 | -0.008683
==> cell type report <==
class | count | area [um^2] | area share
timing repair buffer | 45 | 434.2 | 0.4874
multi-input combinational | 47 | 399.1 | 0.4480
tap | 46 | 57.56 | 0.06461
==> cells in the final DEF (no fill, tap or decap), drive strengths merged <==
| cell type | n |
|---|---|
| buf | 12 |
| clkdlybuf4s50 | 23 |
| conb | 2 |
| dlygate4sd2 | 3 |
| dlymetal6s2s | 7 |
| nand2 | 1 |
| nand2b | 1 |
| nand3 | 3 |
| nand3b | 1 |
| nand4 | 2 |
| nor2 | 1 |
| nor3 | 3 |
| nor4 | 3 |
| o21ai | 2 |
| or4 | 3 |
| xnor2 | 19 |
| xor2 | 6 |
==> repair_timing <==
item                       in CTS  in global routing
resized                         8                  8
setup endpoints to repair       2                  2
pin swaps                       3                  5
No activity file was given, so power comes from the tool's default toggle rates.
